==> ./design.v <==
module decoder(	
	input logic clk, 		
	input logic rst_n,
	input logic[3:0] address,
	output logic [7:0] read_data, 
	input logic button_in
	);
	logic [7:0] register [15:0];
	logic [3:0] local_address;
	always_comb begin
		read_data = register[address];
	end
	always_ff @ (posedge button_in or negedge rst_n)  begin
		if(!rst_n) begin 
			register[0] <= "a";
			register[1] <= "b";
			register[2] <= "c";
			register[3] <= "d";
			register[4] <= "e";
			register[5] <= "f";
			register[6] <= "g";
			register[7] <= "h";
			register[8] <= "i";
			register[9] <= "j";
			register[10] <= "k";
			register[11] <= "l";
			register[12] <= "m";
			register[13] <= "n";
			register[14] <= "o";
			register[15] <= "p";
			local_address <= 4'd0;
		end
		else begin 
			register[local_address] <= "z";
			local_address <= local_address + 4'd1;
		end
	end
endmodule
==> ./run.sh <==
#!/bin/bash
# OpenROAD 26Q1-2900-gdf79404cd8, Yosys 0.63+post, stock flow scripts
make -C /OpenROAD-flow-scripts/flow DESIGN_CONFIG=/design/flow/config.mk WORK_HOME=/design/flow/orfs finish
==> ./config.mk <==
export PLATFORM = sky130hd
export DESIGN_NAME = decoder
export DESIGN_NICKNAME = decoder
export VERILOG_FILES = /design/flow/design.v
export SDC_FILE = /design/flow/constraint.sdc
export NUM_CORES = 4
export LEC_CHECK = 1
export CORE_UTILIZATION = 40
==> ./constraint.sdc <==
current_design decoder

set clk_period 1.9
set clk_io_pct 0.2

create_clock -name clk0 -period $clk_period [get_ports {button_in}]

set non_clock_inputs [all_inputs -no_clocks]
set_input_delay [expr $clk_period * $clk_io_pct] -clock clk0 $non_clock_inputs
set_output_delay [expr $clk_period * $clk_io_pct] -clock clk0 [all_outputs]
==> run summary <==
status: finished with violations
failing checks: setup timing
HP Class: reg -> reg
Seq/Total Area, Yosys: 51.7%
RR Startpoint: local_address[2]$_DFF_PN0_
crit path launch type: primary input
Post-DP HPWL: 2290 µm
critical path fanouts, max: 6
vias: 1,214
worst reg2reg setup slack: 480 ps
cells on worst reg2reg path: 2
number of global-route vias before repair: 1,222
Yosys chip area: 1580 µm²
Final Hold Fails: 0
area grow syn2layout: 33.1%
1st-iter DRT viols: 45
most numerous cell in the Yosys netlist: dfrtp_1
CTS tree: yes
first-pass GRT wire length: 6100 µm
WHS Path Cells: 1
Final setup viols: 3
Placed Instance Area: 1850 µm²
EDFF count, synth: 0
port bufs: 10
Residual DRC: 0
RSZ-0062 raised after global routing: true
Setup crit end kind: primary output
worst slew pin tran: 681 ps
ys cells: 137
CP Class: in -> out
Reg area: 816 µm²
CTS Buf Count: 5
GRT Total Usage: 20.6%
Insertion Delay late pin: 280 ps
#FFs+latches synth: 32
final wirelength: 3690 µm
PwrDens: 727 nW/µm²
Log Warnings: 31
antenna viol nets, final: 0
antenna cells: 0
Avg Cell Area, Syn: 11.5 µm²
Initial Utilization: 42.5%
synthesized cell area: 1580 µm²
Tcrit/Tclk final: 109%
Hold Slack: 462 ps
Rel. slew slack: 54.5%
clock sink count: 32
worst hold path endpoint: register[13][4]$_DFFE_PN0N_
ys flop type: dfrtp_1
cell count after synthesis: 137
CTS Hold Bufs: 0
VDD IR-drop max: 0.478 mV
Max clock buf depth: 2
Row Count: 22
max_cap viols: 0
worst hold path startpoint: register[13][4]$_DFFE_PN0N_
layout cell share with drive strength beyond 1: 44.8%
placer congestion estimate: 0.900
Die ar.: 4200 µm²
synth warn: 2
overall die width: 64.8 µm
Pre-antenna DRT Iters: 4
core footprint: 3720 µm²
total grt overflow: 0
root buf cell: clkbuf_8
H-tree Lvls: 2
crit path time final: 2070 ps
fill cell count: 293
Max-area cell share: 31.7%
Cell variety after synth: 41
Main area contributors: dfrtp_1, dfstp_2, a21o_1, a21boi_0, ha_1
data arrival time of the critical path: 1690 ps
Reg-to-Reg End: register[5][2]$_DFFE_PN1N_
top cell type by total area after synthesis: dfrtp_1
via/cell ratio: 5.30
largest net degree at the start of global routing: 33
WL/cell: 16.1 µm
crit path DRT: 1520 ps
fmax: 483 MHz
clock transition at the registers of the reported paths: 60 ps
fin area: 2100 µm²
clock skew: 4.54 ps
final max-slew violation count: 0
logic area: 737 µm²
leak pwr: 0.882 nW
Post-synth top cells: dfrtp_1, a21o_1, dfstp_2, a21boi_0, nor2_1
antenna violations before repair: 0
final worst slack: -172 ps
ys async rst share: 100%
Die Y: 64.8 µm
I/O Pins: 15
worst max path at each step:
stage | startpoint | end | slack (ps) | cells after the start
final | address[1] | read_data[4] | -170 | 7
after global routing | register[13][4]$_DFFE_PN0N_ | read_data[4] | -230 | 5
after CTS | register[7][1]$_DFFE_PN0N_ | read_data[4] | -190 | 5
cell usage in the layout, fill, tap and decap left out, types with 2 or more instances in the layout:
cell,instances
mux2i_1,3
buf_2,6
buf_6,5
o21ai_1,2
and3b_1,2
nand3b_1,2
ha_1,4
conb_1,3
a21boi_0,10
and2_1,4
a21o_1,13
nor2_1,6
nand3_1,7
clkbuf_8,7
buf_4,31
inv_1,3
nor2b_1,3
mux4_2,2
a31oi_1,2
a21oi_2,2
nor2_2,2
nand2b_1,5
dfstp_2,12
dfrtp_1,20
critical path: stages:
cell and delay [ps]:
buf_8 100, buf_6 120, and2_4 170, a32o_1 220, a2bb2oi_2 130, or4b_1 450
buf_2 120
metrics by stage:
stage	util [%]	cells	setup TNS, ps	power, mW	setup slack [ps]
after global placement	49.8	210	-3790	0.814	-931
after detailed placement	49.8	210	-3860	0.814	-962
after global routing	56.5	229	-505	1.58	-235
final	56.5	229	-267	1.53	-172
after CTS	55.7	228	-241	1.53	-192
after floorplan	-	138	0	0.752	189
final cells by class:
class | instances | area share [%]
tap | 48 | 2.86
clock inverter | 1 | 1.43
timing repair buffer | 45 | 16.6
inverter | 3 | 0.536
sequential | 32 | 38.9
multi-input combinational | 93 | 35.1
clock buffer | 7 | 4.59
sequential cells by signal, summed over array words and instances, names as in the netlist:
signal	flops
register	28
local_address	4
power by group:
group / total [mW] / switching, mW / internal [mW]
Combinational: 0.144 / 0.0658 / 0.0787
Clock: 0.699 / 0.237 / 0.462
Sequential: 0.683 / 0 / 0.683
routing by layer:
| metal | track usage [%] | share of wire, % | vias to the layer above |
|---|---|---|---|
| met1 | 32.3 | 47 | 594 |
| met5 | 0 | 0 | - |
| met3 | 7.50 | 7.7 | 9 |
| met4 | 5.56 | 1.8 | 0 |
| li1 | - | - | 569 |
| met2 | 28.4 | 43 | 42 |
what timing repair did:
action,4_1_cts,5_1_grt
hold endpoints to repair,0,0
cloned,2,0
gates resized,50,8
setup buffers,8,1
pin swaps,16,8
endpoints found under the setup margin,5,5
logic make-up (layout without fill, tap and decap cells):
family          count (synthesis)  in the layout  synth area share (%)
simple gates                   40             40                  14.9
compound gates                 38             38                  18.1
flops                          32             32                  51.7
buf+inv                        13             56                  5.15
mux                             6              6                  5.39
fa+ha+maj                       4              4                  3.17
other cells                     2              3                 0.476
xor+xnor                        2              2                  1.11
Power figures rest on the tool's default switching activity, not on a simulated workload.
