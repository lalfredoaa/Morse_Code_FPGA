`flow/config.mk`:
```
export PLATFORM = sky130hd
export DESIGN_NAME = MorseEncoder
export DESIGN_NICKNAME = MorseEncoder
export VERILOG_FILES = /design/flow/design.v
export SDC_FILE = /design/flow/constraint.sdc
export NUM_CORES = 4
export LEC_CHECK = 1
export CORE_UTILIZATION = 50
```
`flow/constraint.sdc`:
```
current_design MorseEncoder

set clk_period 9.7
set clk_io_pct 0.2

create_clock -name clk0 -period $clk_period [get_ports {clk}]

set non_clock_inputs [all_inputs -no_clocks]
set_input_delay [expr $clk_period * $clk_io_pct] -clock clk0 $non_clock_inputs
set_output_delay [expr $clk_period * $clk_io_pct] -clock clk0 [all_outputs]
```
`flow/design.v`:
```
module MorseEncoder(	
	input logic clk, 		
	input logic rst_n,
	input logic [4:0] address,
	output logic [7:0] read_data,
	input logic write_enable,
	input logic [7:0] write_data,
	output logic [6:0] leds
	);
	integer i;
	logic [2:0] current_state;
	logic [2:0] next_state;
	logic [2:0] IDLE, QUEUE_LOAD, QUEUE_CHECK, DOT, DASH, SHORT_DELAY, LONG_DELAY, FINISH;
	assign IDLE = 3'd0;
	assign QUEUE_LOAD = 3'd1;
	assign QUEUE_CHECK = 3'd2;
	assign DOT = 3'd3;
	assign DASH = 3'd4;
	assign SHORT_DELAY = 3'd5;
	assign LONG_DELAY = 3'd6;
	assign FINISH = 3'd7;
	logic [7:0] register [31:0];		 
	logic [4:0] index;					 
	logic [2:0] queue [0:5];			 
	logic [31:0] counter1;	 
	logic [31:0] counter2; 	 
	logic [31:0] counter3; 	 
	logic [31:0] counter4;	 
	always_ff @ (negedge rst_n or posedge clk) begin
		if (!rst_n) begin 
			current_state <= IDLE;
			index <= 5'd1;
			for (i=0; i<32; i=i+1) register[i] <= 8'd0;
			for (i=0; i<6; i=i+1) queue[i] <= 3'd0;
			counter1 <= 0;
			counter2 <= 0;
			counter3 <= 0;
			counter4 <= 0;
		end
		else begin 
			current_state <= next_state;
			case (current_state) 
				IDLE:
					begin
						index <= 5'd1;				 
						if (write_enable) begin						 
							register[address] <= write_data;
						end
						else begin 
							for (i=0; i<32; i=i+1) register[i] <= register[i];
						end
						for (i=0; i<6; i=i+1) queue[i] <= queue[i];
						counter1 <= 0;
						counter2 <= 0;
						counter3 <= 0;
						counter4 <= 0;
					end
				QUEUE_LOAD:
					begin
						index <= index;
						for (i=0; i<32; i=i+1) register[i] <= register[i];
						case (register[index])
							"0": {queue[0],queue[1],queue[2],queue[3],queue[4],queue[5]} = {DASH,DASH,DASH,DASH,DASH,LONG_DELAY}; 	
							"1": {queue[0],queue[1],queue[2],queue[3],queue[4],queue[5]} = {DOT,DASH,DASH,DASH,DASH,LONG_DELAY}; 		
							"2": {queue[0],queue[1],queue[2],queue[3],queue[4],queue[5]} = {DOT,DOT,DASH,DASH,DASH,LONG_DELAY}; 		
							"3": {queue[0],queue[1],queue[2],queue[3],queue[4],queue[5]} = {DOT,DOT,DOT,DASH,DASH,LONG_DELAY}; 		
							"4": {queue[0],queue[1],queue[2],queue[3],queue[4],queue[5]} = {DOT,DOT,DOT,DOT,DASH,LONG_DELAY}; 		
							"5": {queue[0],queue[1],queue[2],queue[3],queue[4],queue[5]} = {DOT,DOT,DOT,DOT,DOT,LONG_DELAY}; 			
							"6": {queue[0],queue[1],queue[2],queue[3],queue[4],queue[5]} = {DASH,DOT,DOT,DOT,DOT,LONG_DELAY}; 		
							"7": {queue[0],queue[1],queue[2],queue[3],queue[4],queue[5]} = {DASH,DASH,DOT,DOT,DOT,LONG_DELAY}; 		
							"8": {queue[0],queue[1],queue[2],queue[3],queue[4],queue[5]} = {DASH,DASH,DASH,DOT,DOT,LONG_DELAY}; 		
							"9": {queue[0],queue[1],queue[2],queue[3],queue[4],queue[5]} = {DASH,DASH,DASH,DASH,DOT,LONG_DELAY}; 		
							"E": {queue[0],queue[1],queue[2],queue[3],queue[4],queue[5]} = {DOT,LONG_DELAY,3'd0,3'd0,3'd0,3'd0};								
							"T": {queue[0],queue[1],queue[2],queue[3],queue[4],queue[5]} = {DASH,LONG_DELAY,3'd0,3'd0,3'd0,3'd0};								
							"A": {queue[0],queue[1],queue[2],queue[3],queue[4],queue[5]} = {DOT,DASH,LONG_DELAY,3'd0,3'd0,3'd0};							
							"I": {queue[0],queue[1],queue[2],queue[3],queue[4],queue[5]} = {DOT,DOT,LONG_DELAY,3'd0,3'd0,3'd0};							
							"M": {queue[0],queue[1],queue[2],queue[3],queue[4],queue[5]} = {DASH,DASH,LONG_DELAY,3'd0,3'd0,3'd0};						
							"N": {queue[0],queue[1],queue[2],queue[3],queue[4],queue[5]} = {DASH,DOT,LONG_DELAY,3'd0,3'd0,3'd0};							
							"D": {queue[0],queue[1],queue[2],queue[3],queue[4],queue[5]} = {DASH,DOT,DOT,LONG_DELAY,3'd0,3'd0};					
							"G": {queue[0],queue[1],queue[2],queue[3],queue[4],queue[5]} = {DASH,DASH,DOT,LONG_DELAY,3'd0,3'd0};					
							"K": {queue[0],queue[1],queue[2],queue[3],queue[4],queue[5]} = {DASH,DOT,DASH,LONG_DELAY,3'd0,3'd0};					
							"O": {queue[0],queue[1],queue[2],queue[3],queue[4],queue[5]} = {DASH,DASH,DASH,LONG_DELAY,3'd0,3'd0};					
							"R": {queue[0],queue[1],queue[2],queue[3],queue[4],queue[5]} = {DOT,DASH,DOT,LONG_DELAY,3'd0,3'd0};					
							"S": {queue[0],queue[1],queue[2],queue[3],queue[4],queue[5]} = {DOT,DOT,DOT,LONG_DELAY,3'd0,3'd0};						
							"U": {queue[0],queue[1],queue[2],queue[3],queue[4],queue[5]} = {DOT,DOT,DASH,LONG_DELAY,3'd0,3'd0};					
							"W": {queue[0],queue[1],queue[2],queue[3],queue[4],queue[5]} = {DOT,DASH,DASH,LONG_DELAY,3'd0,3'd0};					
							"B": {queue[0],queue[1],queue[2],queue[3],queue[4],queue[5]} = {DASH,DOT,DOT,DOT,LONG_DELAY,3'd0};				
							"C": {queue[0],queue[1],queue[2],queue[3],queue[4],queue[5]} = {DASH,DOT,DASH,DOT,LONG_DELAY,3'd0};				
							"F": {queue[0],queue[1],queue[2],queue[3],queue[4],queue[5]} = {DOT,DOT,DASH,DOT,LONG_DELAY,3'd0};				
							"H": {queue[0],queue[1],queue[2],queue[3],queue[4],queue[5]} = {DOT,DOT,DOT,DOT,LONG_DELAY,3'd0}; 				
							"J": {queue[0],queue[1],queue[2],queue[3],queue[4],queue[5]} = {DOT,DASH,DASH,DASH,LONG_DELAY,3'd0}; 			
							"L": {queue[0],queue[1],queue[2],queue[3],queue[4],queue[5]} = {DOT,DASH,DOT,DOT,LONG_DELAY,3'd0};				
							"P": {queue[0],queue[1],queue[2],queue[3],queue[4],queue[5]} = {DOT,DASH,DASH,DOT,LONG_DELAY,3'd0};				
							"Q": {queue[0],queue[1],queue[2],queue[3],queue[4],queue[5]} = {DASH,DASH,DOT,DASH,LONG_DELAY,3'd0};			
							"V": {queue[0],queue[1],queue[2],queue[3],queue[4],queue[5]} = {DOT,DOT,DOT,DASH,LONG_DELAY,3'd0};				
							"X": {queue[0],queue[1],queue[2],queue[3],queue[4],queue[5]} = {DASH,DOT,DOT,DASH,LONG_DELAY,3'd0};				
							"Y": {queue[0],queue[1],queue[2],queue[3],queue[4],queue[5]} = {DASH,DOT,DASH,DASH,LONG_DELAY,3'd0};			
							"Z": {queue[0],queue[1],queue[2],queue[3],queue[4],queue[5]} = {DASH,DASH,DOT,DOT,LONG_DELAY,3'd0};
							default: {queue[0],queue[1],queue[2],queue[3],queue[4],queue[5]} = {FINISH,3'd0,3'd0,3'd0,3'd0,3'd0};
						endcase
						counter1 <= counter1;
						counter2 <= counter2;
						counter3 <= counter3;
						counter4 <= counter4;
					end
				QUEUE_CHECK:
					begin
						index <= index;
						for (i=0; i<32; i=i+1) register[i] <= register[i];
						for (i=0; i<6; i=i+1) queue[i] <= queue[i];
						counter1 <= 0;
						counter2 <= 0;
						counter3 <= 0;
						counter4 <= 0;
					end
				DOT:
					begin
						index <= index;
						for (i=0; i<32; i=i+1) register[i] <= register[i];
						for (i=0; i<6; i=i+1) queue[i] <= queue[i];
						counter1 <= counter1 + 1;
						counter2 <= counter2;
						counter3 <= counter3;
						counter4 <= counter4;
					end
				DASH:
					begin
						index <= index;
						for (i=0; i<32; i=i+1) register[i] <= register[i];
						for (i=0; i<6; i=i+1) queue[i] <= queue[i];
						counter1 <= counter1;
						counter2 <= counter2 + 1;
						counter3 <= counter3;
						counter4 <= counter4;
					end
				SHORT_DELAY:
					begin
						index <= index;
						for (i=0; i<32; i=i+1) register[i] <= register[i];
						if (counter3 == 0) begin 
							{queue[0],queue[1],queue[2],queue[3],queue[4],queue[5]} <= {queue[1],queue[2],queue[3],queue[4],queue[5],3'd0};
						end
						else begin 
							{queue[0],queue[1],queue[2],queue[3],queue[4],queue[5]} <= {queue[0],queue[1],queue[2],queue[3],queue[4],queue[5]};
						end					
						counter1 <= counter1;
						counter2 <= counter2;
						counter3 <= counter3 + 1;
						counter4 <= counter4;
					end
				LONG_DELAY:
					begin
						if(counter4 == 0) begin
							index <= index + 5'd1;		 
						end
						else begin 
							index <= index;
						end
						for (i=0; i<32; i=i+1) register[i] <= register[i];
						for (i=0; i<6; i=i+1) queue[i] <= queue[i];
						counter1 <= counter1;
						counter2 <= counter2;
						counter3 <= counter3;
						counter4 <= counter4 + 1;
					end
				FINISH:
					begin
						index <= 5'd1;
						for (i=0; i<32; i=i+1) register[i] <= 8'd0;				 
						for (i=0; i<6; i=i+1) queue[i] <= 3'd0;					 
						counter1 <= 0;
						counter2 <= 0;
						counter3 <= 0;
						counter4 <= 0;
					end
				default:
					begin
						index <= 5'd1;
						for (i=0; i<32; i=i+1) register[i] <= 8'd0;				
						for (i=0; i<6; i=i+1) queue[i] <= 3'd0;					 
						counter1 <= 0;
						counter2 <= 0;
						counter3 <= 0;
						counter4 <= 0;
					end
			endcase
		end	 
	end	 
	assign read_data = register[address];
	always_comb begin 
		case (current_state)
			IDLE:
				begin
					if (register[0] == 8'd1) begin			 
						next_state = QUEUE_LOAD;
					end
					else begin
						next_state = IDLE;
					end
					leds = 7'b0000000;
				end
			QUEUE_LOAD:
				begin
					if (index == 5'd0)	begin						 
						next_state = FINISH;
					end
					else begin 
						next_state = QUEUE_CHECK;
					end
					leds = 7'b0000000;
				end
			QUEUE_CHECK:
				begin
					case (queue[0]) 
						DOT: next_state = DOT;
						DASH: next_state = DASH;
						LONG_DELAY: next_state = LONG_DELAY;
						FINISH: next_state = FINISH;
						default: next_state = FINISH;
					endcase
					leds = 7'b0000000;
				end
			DOT:
				begin
					if(counter1 < 12500000) begin 
						next_state = DOT;
					end
					else begin
						next_state = SHORT_DELAY;
					end
					leds = 7'b1111111;
				end
			DASH:
				begin
					if(counter2 < 37500000) begin			 
						next_state = DASH;
					end
					else begin
						next_state = SHORT_DELAY;
					end
					leds = 7'b1111111;
				end
			SHORT_DELAY:
				begin
					if(counter3 < 12500000) begin 		 
						next_state = SHORT_DELAY;
					end
					else begin
						next_state = QUEUE_CHECK;
					end
					leds = 7'b0000000;
				end
			LONG_DELAY:
				begin
					if(counter4 < 25000000) begin 		 
						next_state = LONG_DELAY;
					end
					else begin
						next_state = QUEUE_LOAD;
					end
					leds = 7'b0000000;
				end
			FINISH:
				begin
					next_state = IDLE;
					leds = 7'b0000000;
				end
			default:
				begin
					next_state = FINISH;
					leds = 7'b0000000;
				end
		endcase
	end
endmodule
```
`flow/run.sh`:
```
#!/bin/bash
# OpenROAD 26Q1-2900-gdf79404cd8, Yosys 0.63+post, stock flow scripts
make -C /OpenROAD-flow-scripts/flow DESIGN_CONFIG=/design/flow/config.mk WORK_HOME=/design/flow/orfs finish
```
==> run summary <==
Clk pin slew, worst setup/hold paths: 0.07 ns
Routability cong.: 1.09
Area Overhead vs Synth: 11.9%
Top cell area share: 46.6%
Cell count after synthesis: 2488
Top cells excl fill/tap: dfrtp_1, nand2_1, o21ai_0
FP Core Util: 50.9%
Placement Cell Area: 23300 µm²
DRC violation total after the first TritonRoute iteration: 2135
Dpl cells: 3045
Hold Crit Depth: 1
Crit path DAT: 5.06 ns
Cell area leaders: dfrtp_1, o21ai_0, nand2_1
Max-slew violation count: 0
R2R depth: 13
Post-Layout Inst Area: 24700 µm²
Critical path's largest stage delay: 0.86 ns
Ys async rst share: 100%
DR vias: 20348
Final Hold Vio Count: 0
Initial antenna violation count: 3
Chip width: 212 µm
WHS Endpoint: current_state[0]
Top cell excl fill/tap: dfrtp_1
Fmax: 0.143 GHz
Hold WC Path Type: flop to flop
Number of enable flip-flop cells: 0
Hold Buf Count CTS: 0
Synth warn: 3
Seq share, synth: 46.8%
Placement row count: 76
Clock sinks: 413
TritonRoute pass-1 iters: 6
Power per cell area: 141 nW/µm²
ANT nets after route: 0
# diodes: 0
Drt wl/cell: 28.2 µm
Static leakage: 10.2 nW
Core Region: 43400 µm²
Rel. slew slack: 25.5%
Congestion Overflow GR: 0
Drc violations: 0
Log Warnings: 33
# Cells Yosys: 2488
Number of post-CTS setup repair buffers: 0
CTS root buffer: clkbuf_16
Pre-CTS setup slack: 2.86 ns
Clock Path Buffers: 3
Synth area leader: dfrtp_1
Total CTS buffers: 45
Chip Area, Yosys: 22100 µm²
Avg Cell Area, Syn: 8.88 µm²
Setup violations, final: 0
Main flop type: dfrtp_1
Setup TNS: 0 ns
Critical Path RT: 7.76 ns
# IOs: 31
Worst ir drop on vdd: 0.171 mV
Final critical-path required period: 7.00 ns
Wirelength, routed: 88200 µm
Overall power: 0.00349 W
CTS tree: yes
Crit-path cells: clkdlybuf4s50_1 -> or3b_2 -> nor2_1 -> a22o_1 -> a221oi_1 -> nand4_1 -> o32a_1 -> clkdlybuf4s50_1
Final Cycle Share: 72.2%
First-pass GRT wire length: 131000 µm
Startpoint of the worst hold path: current_state[7]
CP startpoint kind: input port
Slowest CP cell: nor2_1
Synth unique cells: 80
Non-filler cells in the finished layout: 3126
Clock skew: 0.0170 ns
Post-CTS Resized: 0
Detailed Place HPWL: 63400 µm
Reg-to-reg critical path endpoint: queue[2][0]
R2R setup slack: 3.77 ns
Maxcap violations: 0
Post-synth regs: 413
CP endpoint kind: output pin
Worst Setup Slack, final: 2.70 ns
All-Layer GR Usage: 42.0%
Max H-tree Level: 2
Die H: 212 µm
Status: finished, final reports clean
Share of cells above drive strength 1: 8.11%
Type of the worst setup path: input port to output pin
Vias per Instance: 6.51
Buffers on Ports: 30
Synthesized area: 22100 µm²
Number of global-route vias before repair: 19599
Reg-to-Reg Start: index[2]
Worst Path Max Fanout: 9
CP most frequent cell: clkdlybuf4s50_1
Worst slew pin tran: 1.11 ns
Unrepaired setup endpoints after global routing: no
Die area: 45000 µm²
Largest net degree at the start of global routing: 122
Latency at later pin: 0.60 ns
==> critical path, delay by kind of cell <==
family / cells / cell delay [ns]
compound gates: 3 / 0.52
buf+inv: 2 / 1.08
simple gates: 3 / 1.52
==> flip-flops by register name, summed over array words and instances (netlist names) <==
register	cells
register	256
counter1	32
current_state	8
index	5
queue	16
counter2	32
counter3	32
counter4	32
==> routing by layer <==
metal | wire (µm) | vias to the layer above | GRT usage [%]
met2 | 36200 | 1052 | 56.4
met4 | 5220 | 4 | 19.4
met5 | 26 | - | 0
met1 | 37500 | 9897 | 63.0
met3 | 9360 | 279 | 14.3
li1 | - | 9116 | -
==> per-stage QoR <==
step           utilization (%)  hold WS (ns)
5_1_grt                   57.0         0.432
2_1_floorplan                -         0.405
4_1_cts                   57.0         0.426
3_3_place_gp              53.6         0.417
3_5_place_dp              53.6         0.415
6_report                  57.0         0.421
==> report_power, final <==
part           internal [W]  total [W]  switching, W
combinational     0.0000132  0.0000651     0.0000519
clock              0.000982    0.00170      0.000723
sequential          0.00172    0.00172             0
total               0.00272    0.00349      0.000775
==> kinds of logic (layout without fill, tap and decap cells) <==
| group | count (synthesis) | in the layout | synth area share (%) |
|---|---|---|---|
| DFF | 413 | 413 | 46.8 |
| buffers and inverters | 197 | 250 | 3.75 |
| muxes | 55 | 55 | 2.52 |
| adders and majority gates | 13 | 13 | 0.725 |
| AOI/OAI and AO/OA | 753 | 753 | 22.1 |
| xor gates and xnor gates | 90 | 90 | 3.57 |
| and+or+nand+nor | 967 | 967 | 20.6 |
==> layout make-up <==
| cell class | instances | area (µm²) |
|---|---|---|
| Clock buffer | 69 | 1340 |
| Clock inverter | 12 | 129 |
| Fill cell | 3625 | 18600 |
| Inverter | 33 | 124 |
| Multi-Input combinational cell | 1878 | 10900 |
| Sequential cell | 413 | 10300 |
| Tap cell | 585 | 732 |
| Timing Repair Buffer | 136 | 1110 |
==> how the worst max path moves through the flow <==
| stage | endpoint | from | depth (start not counted) | slack, ns |
|---|---|---|---|---|
| 4_1_cts | read_data[4] | address[2] | 8 | 2.85 |
| 5_1_grt | read_data[0] | address[2] | 8 | 2.75 |
| 6_report | read_data[0] | address[2] | 8 | 2.70 |
==> Yosys cell counts (all sizes together), types with 6 or more instances <==
| cell type | n |
|---|---|
| a211oi | 8 |
| a21oi | 65 |
| a221oi | 48 |
| a22o | 60 |
| a22oi | 49 |
| a311oi | 6 |
| a31oi | 7 |
| a32o | 7 |
| a32oi | 10 |
| and2 | 7 |
| and3 | 29 |
| buf | 38 |
| clkbuf | 126 |
| dfrtp | 411 |
| ha | 12 |
| inv | 32 |
| mux2i | 51 |
| nand2 | 394 |
| nand2b | 13 |
| nand3 | 92 |
| nand3b | 23 |
| nand4 | 44 |
| nor2 | 200 |
| nor2b | 18 |
| nor3 | 32 |
| nor4 | 35 |
| o211ai | 9 |
| o21ai | 345 |
| o21bai | 35 |
| o22ai | 21 |
| o31ai | 10 |
| o32a | 9 |
| o32ai | 11 |
| or2 | 7 |
| or3 | 33 |
| or3b | 7 |
| or4 | 10 |
| xnor2 | 35 |
| xor2 | 55 |
Power and IR drop assume default switching activity.
